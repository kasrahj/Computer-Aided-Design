==> flow/design.v <==
module Register (clk, rst, ld, din, dout);
    parameter N = 8;
    input clk, rst, ld;
    input [N-1:0] din;
    output [N-1:0] dout;
    reg [N-1:0] dout;
    always @(posedge rst or posedge clk) begin
        if (rst)
            dout <= 0;
        else if (ld)
            dout <= din;
    end
endmodule
==> flow/run.sh <==
#!/bin/bash
# OpenROAD 26Q1-2900-gdf79404cd8, Yosys 0.63+post, stock flow scripts
make -C /OpenROAD-flow-scripts/flow DESIGN_CONFIG=/design/flow/config.mk WORK_HOME=/design/flow/orfs finish
==> flow/config.mk <==
export PLATFORM = sky130hd
export DESIGN_NAME = Register
export DESIGN_NICKNAME = Register
export VERILOG_FILES = /design/flow/design.v
export SDC_FILE = /design/flow/constraint.sdc
export NUM_CORES = 4
export LEC_CHECK = 1
export CORE_AREA = 10 10 70 70
export DIE_AREA = 0 0 80 80
==> flow/constraint.sdc <==
current_design Register

set clk_period 1.5
set clk_io_pct 0.2

create_clock -name clk0 -period $clk_period [get_ports {clk}]

set non_clock_inputs [all_inputs -no_clocks]
set_input_delay [expr $clk_period * $clk_io_pct] -clock clk0 $non_clock_inputs
set_output_delay [expr $clk_period * $clk_io_pct] -clock clk0 [all_outputs]
==> flow_summary.json <==
{
  "path_clk_slew_ns": 0.05,
  "rsz0062_at_grt": "false",
  "synth-seq-cells": 8,
  "gr-usage-all-layers_pct": 2.70,
  "dpl_cell_area_sq_um": 582,
  "p_per_area_mw_per_mm2": 856,
  "yosysCellCount": 18,
  "start_kind": "flip-flop",
  "cp.buffers_inverters": 1,
  "chip_area_sq_mm": 0.00640,
  "cts.sinks": 8,
  "grt_overflow_total": 0,
  "synth_seq_share_pct": 59.7,
  "num_rows": 21,
  "r2r-start": "dout[5]",
  "n_antenna_cell": 0,
  "cts_hold_buf": 0,
  "worst_slack_ns": 0.126,
  "p_int_uw": 423,
  "hold_viol_final": 0,
  "edf_count": 0,
  "htree_levels": 1,
  "swShare_pct": 18.3,
  "synth_area_sq_um": 335,
  "drc": 0,
  "cts-root-buf": "clkbuf_4",
  "endpoint": "dout[3]",
  "syn_inst": 18,
  "top_cells_by_count": "dfrtp_1 (8), mux2_4 (8), buf_6 (1), inv_1 (1)",
  "place_ws_ns": 0.122,
  "slowest_delay_ns": 0.49,
  "area_leaders": "dfrtp_1 (60%), mux2_4 (36%), buf_6 (3.4%), inv_1 (1.1%)",
  "arrival_ns": 1.07,
  "antenna_left": 0,
  "numCtsBuffers": 3,
  "fp_util_pct": 9.82,
  "largest_reg_flops": 8,
  "vias": 218,
  "crit_path_end_kind": "output pin",
  "ys_warn_count": 1,
  "die_y_microns": 80,
  "cts_setup_buffers": 0,
  "max_freq_mhz": 728,
  "worst_clock_skew_ns": 0,
  "worstPathRequired_ns": 1.20,
  "ioPinCount": 19,
  "gp_congestion": 0.708,
  "vias_per_cell": 2.56,
  "report.final.slew_viol_count": 0,
  "cts_tree": "built",
  "fin_crit_sh_pct": 91.6,
  "worstSetupPathType": "flip-flop to output pin",
  "openroad.warnings": 25,
  "rr_endpoint": "dout[5]",
  "p_leak_uw": 0.000258,
  "post-route-min-period_ns": 1.37,
  "critPathTopFamily": "buffers and inverters",
  "clockPowerShare_pct": 29.1,
  "syn_to_final_growth_pct": 80.2,
  "async_flop_share_pct": 100,
  "ir_drop_mv": 0.159,
  "clk_latency_ns": 0.24,
  "clock_path_buffers": 2,
  "tightest_slew_ns": 0.291,
  "slew_headroom_pct": 80.6,
  "numPortBuffers": 18,
  "p_seq_share_pct": 48.5,
  "timing.hold.ws_ns": 0.304,
  "startpoint": "dout[3]",
  "cp_num_cells": 1,
  "grt_pass1_wl_mm": 1.36,
  "reg2reg_slack_ns": 0.73,
  "crit_slowest_cell": "clkdlybuf4s50_1",
  "finalSetupViolations": 0,
  "grt_max_degree": 9,
  "wl_per_cell_microns": 10.0,
  "top_regs": "dout (8)",
  "p_sw_uw": 94.8,
  "largest-register": "dout",
  "dr.pass1.iters": 2,
  "synth_cell_types": 4,
  "cp_max_fo": 2,
  "hp-class": "input port to async pin",
  "antenna_found_initial": 0,
  "tns_ns": 0,
  "drt_wl_total_microns": 853,
  "maxCapViolCount": 0,
  "post_cts_resized": 0,
  "status": "complete, no violations",
  "final_layout_size_suffix_gt1_share_pct": 30.8,
  "r2r_cells": 1,
  "combPwrFrac_pct": 22.4,
  "drt_iter0_drc": 8,
  "top_cell_area_share_pct": 59.7,
  "synth-main-ff-cell": "dfrtp_1",
  "grt_pass1_vias": 239,
  "synth_area_leader_cell": "dfrtp_1",
  "final_cell_area_sq_um": 604,
  "core_area_sq_mm": 0.00342,
  "ys_chip_area_sq_um": 335,
  "cp_cell_sequence": "clkdlybuf4s50_1",
  "die_w_microns": 80,
  "syn_area_per_cell_sq_um": 18.6
}
-- worst min-delay path by stage --
stage,to,cells past startpoint
finish,dout[4],2
global route,dout[4],2
CTS,dout[0],2
-- cell usage in the layout (no fill, tap or decap), drive strengths merged --
cell | synthesis | final
clkdlybuf4s50 | 0 | 18
mux2 | 8 | 8
dfrtp | 8 | 8
clkbuf | 0 | 3
inv | 1 | 1
buf | 1 | 1
-- kinds of logic (layout without fill, tap and decap cells) --
kind of cell / count (synthesis) / in the layout / synth area share [%]
multiplexers: 8 / 8 / 35.8
buffers and inverters: 2 / 23 / 4.48
flip-flops: 8 / 8 / 59.7
-- layer usage --
metal | global-route usage, % | vias up | routed length, microns
li1 | - | 106 | -
met1 | 3.18 | 101 | 321
met2 | 4.25 | 9 | 419
met3 | 0.795 | 2 | 70
met4 | 1.58 | 0 | 41
met5 | 0 | - | 0
-- power by group through the flow --
stage                 Clock (uW)  Sequential, uW  Combinational, uW
after CTS                    160             252                119
after global routing         171             255                124
final                        151             251                116
-- stage by stage --
step           utilization (%)  total power, uW  cells
2_1_floorplan                -              291     18
3_3_place_gp              17.0              372     82
3_5_place_dp              17.0              373     82
4_1_cts                   17.7              530     85
5_1_grt                   17.7              549     85
6_report                  17.7              517     85
-- cell type report --
type	count	area [sq um]
sequential	8	200
clock buffer	3	22.5
fill	385	2810
inverter	1	3.75
tap	46	57.6
timing repair buffer	19	200
multi-input combinational	8	120
Power figures rest on the tool's default switching activity, not on a simulated workload.
