File: ./config.mk
export PLATFORM = sky130hd
export DESIGN_NAME = Controller
export DESIGN_NICKNAME = Controller
export VERILOG_FILES = /design/flow/design.v
export SDC_FILE = /design/flow/constraint.sdc
export NUM_CORES = 4
export LEC_CHECK = 1
export CORE_UTILIZATION = 40
File: ./constraint.sdc
current_design Controller

set clk_period 2.1
set clk_io_pct 0.2

create_clock -name clk0 -period $clk_period [get_ports {clk}]

set non_clock_inputs [all_inputs -no_clocks]
set_input_delay [expr $clk_period * $clk_io_pct] -clock clk0 $non_clock_inputs
set_output_delay [expr $clk_period * $clk_io_pct] -clock clk0 [all_outputs]
File: ./design.v
module Controller #(parameter N = 4)(
    input clk, rst,
    input start,
    output reg ready ,writeEnbuff, writeEnmem, wEnWindow, rEnConv, ldConvDone, addEn, winRst,wrofm,
    output reg [5:0] buffCount, filtertemp, winCount, convCount,
    output reg [9:0] memAddress,
    output reg [5:0] buffAddress,
    output reg [7:0] ofmaddr,
    output reg [N-1:0] writeEnFilter
  );
  localparam X = 9'd16, Y = 9'd0, Z = 9'd0;  
  reg [5:0]  buffToWinCount, memToBuffCount;
  localparam Idle = 4'd0, Init = 4'd1, LoadFilter = 4'd2, LoadBuff = 4'd3,
             LoadFirstWin = 4'd4, LoadRemWin = 4'd5, LoadConv = 4'd6, Write = 4'd7,
             Done = 4'd8, ConvHold = 4'd9, LastConvHold = 4'd10, LastWrite = 4'd11;
  wire ldBuffDone, ldFilterDone, ldWinDone, gotAllWin, gotAllBuff, gotallfilter;
  reg [5:0] filternumber;
  reg [5:0] filterCount;
  reg wEnFilter;
  reg [3:0] pstate, nstate;
  always @(pstate or start or ldBuffDone or ldFilterDone, ldWinDone, ldConvDone)
  begin
    nstate = Idle;
    case (pstate)
      Idle:
        nstate = start ? Init : Idle;
      Init:
        nstate = start ? Init : LoadFilter;
      LoadFilter:
        nstate = (ldFilterDone && gotallfilter) ? LoadBuff : LoadFilter;
      LoadBuff:
        nstate = ldBuffDone ? (gotAllBuff ? Done : LoadFirstWin) : LoadBuff;
      LoadFirstWin:
        nstate = ldWinDone ? LoadConv : LoadFirstWin;
      LoadConv:
        nstate =  ldConvDone ? (gotAllWin ? LastConvHold : ConvHold) : LoadConv;
      LastConvHold:
        nstate = LastWrite;
      LastWrite:
        nstate = LoadBuff;
      ConvHold:
        nstate = Write;
      Write:
        nstate = LoadRemWin;
      LoadRemWin:
        nstate = LoadConv;
      Done:
        nstate = Done;
      default:
        ;
    endcase
  end
  always @(pstate)
  begin
    {wEnFilter, writeEnbuff, wEnWindow, rEnConv, writeEnmem, addEn, winRst, ready, wrofm} = 9'd0;
    case (pstate)
      Init:
      begin
        filternumber <= 0;
      end
      LoadFilter:
      begin
        wEnFilter = 1'd1;
        writeEnFilter <= 1;
      end
      LoadBuff:
      begin
        writeEnbuff = 1'd1;
        memToBuffCount <= memToBuffCount + 1;
        buffToWinCount <= 0;
      end
      LoadFirstWin:
      begin
        wEnWindow = 1'd1;
        buffToWinCount = buffToWinCount + 1;
      end
      LoadRemWin:
      begin
        wEnWindow = 1'd1;
        buffToWinCount = buffToWinCount + 1;
      end
      LoadConv:
      begin
        rEnConv = 1'd1;
        addEn = 1'd1;
      end
      ConvHold:
      begin
        addEn = 1'd1;
      end
      Write:
      begin
        addEn = 1'd1;
        wrofm = 1'd1;
        winRst = 1'd1;
      end
      LastConvHold:
      begin
        addEn = 1'd1;
      end
      LastWrite:
      begin
        addEn = 1'd1;
        wrofm = 1'd1;
        winRst = 1'd1;
      end
      Done:
      begin
        {wEnFilter, writeEnbuff, wEnWindow, rEnConv} = 4'd0;
        ready = 1'd1;
      end
    endcase
  end
   always @(posedge clk)
  begin
    if (rst || (wEnFilter == 0))
      writeEnFilter <= 0;
    else if (wEnFilter && filtertemp == 3)
    begin
        writeEnFilter <= writeEnFilter * 2;
    end
  end
  always @(posedge clk or posedge rst)
  begin
    if (rst)
    begin
      pstate <= Idle;
      buffToWinCount <= 0;
      memToBuffCount <= 0;
      filternumber <= 0;
    end
    else
      pstate <= nstate;
  end
  always @(posedge clk)
  begin
    if (rst)
      buffCount <= 8'b0;
    else if (buffCount == 8'd15)
    begin
      buffCount <= 8'b0;
    end
    else if (writeEnbuff)
      buffCount <= buffCount + 1;
  end
  always @(posedge clk)
  begin
    if (rst)
      filterCount <= 8'b0;
    else if (gotallfilter)
      filterCount <= 8'b0;
    else if (wEnFilter)
      filterCount <= filterCount + 1;
  end
    always @(posedge clk)
  begin
    if (rst)
      filtertemp <= 8'b0;
    else if (filtertemp == 8'd3)
    begin
      filtertemp <= 8'b0;
      filternumber <= filternumber + 1;
    end
    else if (wEnFilter)
      filtertemp <= filtertemp + 1;
  end
  always @(posedge clk)
  begin
    if (rst)
      winCount <= 8'b0;
    else if (winCount == 8'd3)
      winCount <= 8'b0;
    else if (wEnWindow)
      winCount <= winCount + 1;
  end
  always @(posedge clk)
  begin
    if (rst)
      convCount <= 8'b0;
    else if (convCount == 8'd16)
      convCount <= 8'b0;
    else if (rEnConv)
      convCount <= convCount + 1;
  end
  assign ldFilterDone = (filtertemp == 8'd3);
  assign ldBuffDone = (buffCount == 8'd15);
  assign ldWinDone = (winCount == 8'd3);
  assign ldConvDone = (convCount == 8'd16);
  assign gotAllWin = (buffToWinCount == 8'd13);
  assign gotAllBuff = (memToBuffCount == 8'd14);
  assign gotallfilter = (filternumber == N); 
  always @(*)
  begin
    if (writeEnbuff)
      memAddress = X + (memToBuffCount - 1) * 4 + buffCount;
    else if (wEnFilter)
      memAddress = Y + filterCount;
    else if (wrofm)
      ofmaddr = Z * 4 + (memToBuffCount - 1) * 13 + buffToWinCount - 1;
    else if(wrofm == 0)
      ofmaddr = 0;
    else
      memAddress = 0;
  end
  always @(*)
  begin
    if (writeEnbuff)
      buffAddress = buffCount;
    else if (wEnWindow)
    begin
      if (pstate == LoadFirstWin)
        buffAddress = winCount;
      else if (pstate == LoadRemWin)
        buffAddress = 2 + buffToWinCount;
    end
    else
      buffAddress = 0;
  end
endmodule
File: ./run.sh
#!/bin/bash
# OpenROAD 26Q1-2900-gdf79404cd8, Yosys 0.63+post, stock flow scripts
make -C /OpenROAD-flow-scripts/flow DESIGN_CONFIG=/design/flow/config.mk WORK_HOME=/design/flow/orfs finish
==> results_dict.tcl <==
# metrics dict for downstream scripts
set metrics [dict create \
    final_core_utilization_pct 55.0 \
    r2r-end "filterCount[5]" \
    antennaDiodeCount 0 \
    max-vdd-ir-drop_mv 0.322 \
    place.gp.congestion 0.815 \
    clk_path_buf_depth 2 \
    min_from "pstate[6]" \
    drt_iter0_drc 119 \
    rr_startpoint "pstate[3]" \
    ctsHoldBuffers 0 \
    grtUsageMet1_pct 26.9 \
    hold_path_depth 0 \
    hold_ws_ns 0.387 \
    leakagePower_nw 1.08 \
    cts_buffers 5 \
    finalSetupTns_ns 0 \
    cp.required_ns 1.68 \
    ys_types 33 \
    syn_area_sq_um 2080 \
    core_area_sq_um 4880 \
    cts_root_buf "clkbuf_8" \
    worstSetupPathType "register to primary output" \
    clock_latency_ns 0.28 \
    die_w_um 74.1 \
    initCoreUtil_pct 42.7 \
    whs_endpoint "pstate[9]" \
    finalMaxSlewViolations 0 \
    num_vias 1640 \
    wl_per_cell_um 11.8 \
    met2_usage_pct 23.8 \
    maxCapViolCount 0 \
    hold_viol 0 \
    grt_pass1_wl_mm 6.85 \
    grt_pass1_vias 1479 \
    drcViolationCount 0 \
    tightest_slew_ns 0.610 \
    seq_area_sq_um 950 \
    fin_crit_sh_pct 95.2 \
    ctsHtreeMaxLevel 2 \
    met3_usage_pct 3.30 \
    layout_top_cells "clkdlybuf4s50_1 (50), dfxtp_1 (30), nor2_1 (28), nand2_1 (22), xor2_1 (16)" \
    status "finished, final reports clean" \
    grt.total_usage_pct 16.4 \
    logic_area_sq_um 988 \
    synth_top_area_share_pct 28.8 \
    synthCells 229 \
    r2r_slack_ns 0.60 \
    cp_max_fo 9 \
    warnings 27 \
    die_h_um 74.1 \
    ys_area_sq_um 2080 \
    finalCriticalPeriod_ns 2.00 \
    synth_area_per_cell_sq_um 9.09 \
    fmax_ghz 0.500 \
    synth_area_leader_cell "dfxtp_1" \
    finClkSkew_ns 0.00161 \
    grt_setup_unrepaired "no" \
    top_cells_by_area "dfxtp_1 (29%), dfrtp_1 (9.6%), xor2_1 (6.7%)" \
    clk_pin_slew_ns 0.07 \
    start_kind "register" \
    synthToLayoutAreaGrowth_pct 28.9 \
    dr.pass1.iters 4 \
    layout-drive-gt1-share_pct 6.12 \
    yosysWarningCount 64 \
    final_cells 345 \
    dp_cells 337 \
    ant_nets 0 \
    untimed_endpoints 20 \
    cts_tree "done" \
    ys_ff 47 \
    unclocked_pins 8 \
    grt_busiest_layer "met1" \
    rows 25 \
    fillCellCount 468 \
    reg2reg_depth 3 \
    grt_overflow 0 \
    relSlewSlack_pct 58.9 \
    grt_antenna_before_repair 0 \
    grt_max_degree 15 \
    hp-class "register to register" \
    layout_top_cell "clkdlybuf4s50_1" \
    io_buffers 51 \
    critPathCaptureType "primary output" \
    top_level_ports 64 \
    setup_viol 0 \
    synth_stat.cells 229 \
    drt-vias-per-instance 4.75 \
    arrival_ns 1.58 \
    power_density_nw_per_um2 501 \
    dieArea_sq_um 5500 \
    dp_hpwl_mm 2.99 \
    totalWireLength_mm 4.08 \
    cts_setup_buffers 0 \
]
synth_stat cells:
library cell and count:
dfxtp_1 30, nor2_1 28, nand2_1 22, buf_4 17, xor2_1 16, o21ai_0 15
inv_1 10, dfrtp_1 8, dlxtn_1 8, ha_1 8, nand4_1 7, a21oi_1 6
mux2i_1 6, or3_1 6, xnor2_1 6, a22o_1 5, buf_2 4, nor2b_1 4
a21o_1 3, nor4_1 3, clkbuf_1 2, conb_1 2, nand3_1 2, o2111ai_1 2
a31oi_1 1, and2_1 1, and4b_1 1, and4bb_2 1, clkbuf_2 1, dfstp_2 1
o211ai_1 1, o41ai_2 1, or2_1 1
where the power goes:
part	switching, W	internal [W]
registers	0.0000223	0.000768
logic	0.0000347	0.0000404
clock network	0.000248	0.000233
what timing repair did:
item / 4_1_cts / 5_1_grt
endpoints found under the setup margin: 4 / 4
cloned: 0 / 0
pin swaps: 0 / 1
resized: 2 / 4
state kept, by name, summed over array words and instances, names as in the netlist:
register and flops:
winCount 6, convCount 6, buffCount 6, pstate 9, filtertemp 6, filterCount 6
ofmaddr 1, memAddress 7
worst max-delay path, stage by stage, from the launching register on:
cell	delay, ns
dfrtp_1	0.49
or3_1	0.40
clkdlybuf4s50_1	0.42
how the worst max path moves through the flow:
stage            start    endpoint  slack [ns]  cells after the start
5_1_grt      pstate[4]       addEn        0.02                      2
4_1_cts   convCount[0]  ldConvDone        0.02                      5
6_report     pstate[4]       addEn        0.10                      2
logic make-up (layout without fill, tap and decap cells):
| group | Yosys count | after routing | share of synthesized area [%] |
|---|---|---|---|
| AOI/OAI and AO/OA | 34 | 34 | 10.5 |
| DFF | 39 | 39 | 39.7 |
| and+or+nand+nor | 76 | 76 | 17.2 |
| xor gates and xnor gates | 22 | 22 | 9.25 |
| latches | 8 | 8 | 5.77 |
| adders and majority gates | 8 | 8 | 4.81 |
| buffers and inverters | 34 | 73 | 9.50 |
| other | 2 | 12 | 0.361 |
| muxes | 6 | 6 | 2.88 |
cell type report:
cell class,instances,share of cell area [%]
timing repair buffer,55,20.2
multi-input combinational,158,36.8
clock inverter,1,0.186
tap,67,3.12
sequential,47,35.4
clock buffer,7,2.84
inverter,10,1.40
metal layers:
| layer | routed length [um] | vias to the layer above |
|---|---|---|
| li1 | - | 839 |
| met1 | 2080 | 745 |
| met2 | 1680 | 51 |
| met3 | 256 | 5 |
| met4 | 58 | 0 |
| met5 | 0 | - |
per-stage QoR:
stage               total power (W)  setup WS (ns)  instance area (sq um)
floorplan                  0.000863          0.840                   2120
global placement           0.000883          0.273                   2580
detailed placement         0.000883          0.285                   2580
CTS                         0.00137         0.0202                   2670
global route                0.00142         0.0179                   2680
finish                      0.00135          0.101                   2680
Power figures rest on the tool's default switching activity, not on a simulated workload.
